`design/flow/run.sh`:
```
#!/bin/bash
# OpenROAD 26Q1-2900-gdf79404cd8, Yosys 0.63+post, stock flow scripts
make -C /OpenROAD-flow-scripts/flow DESIGN_CONFIG=/design/flow/config.mk WORK_HOME=/design/flow/orfs finish
```
`design/flow/design.v`:
```
module Adder#(BITS=32, CLKS=3'd0)(
    input CLK,
    input [BITS-1:0]A, B,
    input IEA, IEB,
    output reg [BITS-1:0]Y,
    output reg OE);
    reg [BITS-1:0]a, b;
    reg [2:0]cnt;		 
    enum {StINIT,StA,StB,StAB,StOE} state;
    initial begin
        state<=StINIT;
    end
    always @ (posedge CLK) begin
        case (state)
            StINIT: begin
                cnt<=CLKS;
                OE<=0;
                if (IEA && !IEB) begin
                    a<=A; state<=StA;
                end
                if (!IEA && IEB) begin
                    b<=B; state<=StB;
                end
                if (IEA && IEB) begin
                    a<=A; b<=B; state<=StAB;
                end
            end
            StA: begin
                if (IEB) begin
                    b<=B; state<=StAB;
                end
            end
            StB: begin
                if (IEA) begin
                    a<=A; state<=StAB;
                end
            end
            StAB: begin
                Y<=a+b;
                if (cnt)
                    cnt<=(cnt-3'b1);
                else
                    state<=StOE;
            end
            StOE: begin
                OE<=1;
                if (OE && !IEA && !IEB)
                    state<=StINIT;
            end
        endcase
    end
endmodule
module Counter#(BITS=32, CLKS=3'd1)(
    input CLK,
    input [BITS-1:0]INP,         
    input bit IE,
    output reg [BITS-1:0]OUT,    
    output reg OE,
    input bit DECR,		 
    input [BITS-1:0]STOP,	 
    input bit CE,		 
    output reg INIT, DONE);
   localparam one=BITS'(1);	 
   reg [2:0]cnt;		 
   enum {StTEST,StWAIT} state;
   initial begin
      DONE<=1;
   end
   always @ (posedge CLK) begin
      if (IE) begin
	 cnt<=CLKS;
	 INIT<=1;
	 DONE<=0;
	 OUT<=INP;
	 OE<=0;
	 state<=StTEST;
      end else if (!DONE)
	case (state)
	  StTEST: begin
	     if (DECR ? (OUT<STOP || &OUT) : (OUT>STOP)) begin
		DONE<=1;
		OE<=0;
	     end else begin
		OE<=1;
		if (CE) begin
		   INIT<=0;
		   state<=StWAIT;
		end
	     end
	  end
	  StWAIT: begin
	     if (cnt && CE)
	       cnt<=(cnt-3'b1);
	     else
	       OE<=0;
	     if (!CE) begin
		OUT<=(DECR ? OUT-one : OUT+one);
		state<=StTEST;
	     end
	  end
	endcase
   end
endmodule
module Fibonacci#(BITS=32)(
    input CLK,
    input      [BITS-1:0]INP, input      IE,
    output reg [BITS-1:0]OUT, output reg OE);
    wire [BITS-1:0]add_out, sto1_out;
    wire ctr_init, ctr_oe, sto1_oe, sto2_oe, add_oe;
    localparam false=1'b0;
    localparam true=1'b1;
    localparam zero=BITS'(0);
    localparam one=BITS'(1);
    Counter#(.BITS(BITS)) ctr(
        .CLK(CLK),
        .INP(INP),
        .IE(IE),
        .OUT(),          
        .OE(ctr_oe),
        .DECR(true),     
        .STOP(zero),     
        .CE(add_oe),
        .INIT(ctr_init),
        .DONE(OE)
    );
    Adder#(.BITS(BITS)) add(
        .CLK(CLK),
        .A(OUT),
        .IEA(sto2_oe),
        .B(sto1_out),
        .IEB(sto1_oe),
        .Y(add_out),
        .OE(add_oe)
    );
    Store#(.BITS(BITS), .FIRST(one)) sto1(
        .CLK(CLK),
        .INP(add_out),
        .IE(ctr_oe),
        .OUT(sto1_out),
        .OE(sto1_oe),
        .INIT(ctr_init)
    );
    Store#(.BITS(BITS), .FIRST(zero)) sto2(
        .CLK(CLK),
        .INP(sto1_out),
        .IE(ctr_oe),
        .OUT(OUT),
        .OE(sto2_oe),
        .INIT(ctr_init)
    );
endmodule
module Store#(BITS=32, FIRST=0)(
    input CLK,
    input [BITS-1:0]INP,
    output reg [BITS-1:0]OUT,
    input IE,
    output reg OE,
    input INIT);
   reg ie;
   initial begin
      OE<=0;
      ie<=0;
   end
   always @ (posedge CLK) begin
      if (IE && !ie) begin
	 OUT<=(INIT ? FIRST : INP);
	 OE<=1;
	 ie<=1;
      end
      if (!IE && ie) begin
	 OE<=0;
	 ie<=0;
      end
   end
endmodule
```
`design/flow/constraint.sdc`:
```
current_design Fibonacci

set clk_period 16.0
set clk_io_pct 0.2

create_clock -name clk0 -period $clk_period [get_ports {CLK}]

set non_clock_inputs [all_inputs -no_clocks]
set_input_delay [expr $clk_period * $clk_io_pct] -clock clk0 $non_clock_inputs
set_output_delay [expr $clk_period * $clk_io_pct] -clock clk0 [all_outputs]
```
`design/flow/config.mk`:
```
export PLATFORM = sky130hd
export DESIGN_NAME = Fibonacci
export DESIGN_NICKNAME = Fibonacci
export VERILOG_FILES = /design/flow/design.v
export SDC_FILE = /design/flow/constraint.sdc
export NUM_CORES = 4
export LEC_CHECK = 1
export CORE_UTILIZATION = 30
```
==> summary.rpt <==
==== FLOW RESULTS ====
----------------------------------------------------
[Place]
  DP Wirelength ........................ 11,500 um
  # port buffers ........................ approximately 66
  RD Place Congestion ........................ 0.832

[Synthesis]
  Number of different library cells in the post-synthesis netlist ........................ 58
  Cell accounting for the most synthesized area ........................ sky130_fd_sc_hd__edfxtp_1
  Top_reg_cell synth ........................ sky130_fd_sc_hd__edfxtp_1
  Count of state elements after synthesis ........................ 209
  Cell count after synthesis ........................ 751
  Number of cell instances after yosys synthesis ........................ 751
  Proportion of synthesized chip area in sequential cells ........................ 0.638
  Share of the synthesized area in the top cell type ........................ 0.617
  Number of flops mapped to enable cells by yosys ........................ 199
  Chip area line of the yosys report ........................ just under 10,000 um^2
  Main area contributors after synthesis ........................ sky130_fd_sc_hd__edfxtp_1, sky130_fd_sc_hd__ha_1, sky130_fd_sc_hd__nor2b_1, sky130_fd_sc_hd__xnor2_1, sky130_fd_sc_hd__o21ai_0
  Post-synthesis instance area ........................ 9680 um^2
  Synth warn ........................ 4
  Syn avg cell area ........................ 12.9 um^2
  Fraction of synthesis flops using an asynchronous set or reset pin ........................ 0

[Die]
  Vertical die size ........................ 182 um
  Std cell rows ........................ roughly 65
  Die extent in x ........................ between 150 and 200 um
  Total Die Area ........................ 33,000 um^2
  Top Ports ........................ roughly 67
  Core Footprint ........................ 31,600 um^2
  Starting utilization of the core area ........................ 0.306

[Drt]
  Post-route DRC violation count ........................ 0
  Via count ........................ around 5,800
  Remaining antenna violation count after routing ........................ 0
  First-pass detailed-route iteration total ........................ 4
  Post-detailed-route via-to-cell ratio ........................ 4.64
  Antenna Diode Count ........................ 0
  Total wire length ........................ 18,000 um
  Routed WL per cell ........................ 14.4 um
  Initial detailed-routing violation count ........................ 342

[STA]
  Part of the cycle the worst path needs ........................ 0.293
  Minimum hold slack ........................ 412 ps
  Slew @ Worst Pin ........................ 885 ps
  RSZ-0062 raised after global routing ........................ false
  Rel. slew slack ........................ 0.402
  Final-report setup violation count ........................ 0
  Timing-limited maximum frequency ........................ ~0.21 GHz
  Final critical-path required period ........................ 4690 ps
  Clock skew after layout ........................ 26.0 ps
  Number of max-slew violations in the final report ........................ 0
  Post-Route Setup TNS ........................ 0 ps
  Final number of hold-violating endpoints ........................ 0

[Global route]
  Maximum number of pins on one net before global-route repair ........................ 74
  First-pass GRT wire length ........................ between 20,000 and 30,000 um
  Grt ovf ........................ 0
  Global-route usage over all layers ........................ 0.116
  Vias in the first global route ........................ 5,799
  Number of antenna violations at the first check in global routing ........................ 0

[Clock network]
  Clock-pin transition on the worst setup and hold timing paths ........................ about 60 ps
  Maximum level of the CTS H-tree ........................ 1
  TritonCTS Sinks ........................ approximately 210
  Setup fix buffers added after clock tree synthesis ........................ 0
  CTS Root Cell ........................ sky130_fd_sc_hd__clkbuf_16
  Num CTS Buffers ........................ 23
  Cell resize tally after clock tree synthesis ........................ 0
  Clock tree from TritonCTS ........................ done
  Post-CTS Hold Fix Bufs ........................ 0
  Maximum buffer depth of the clock tree ........................ 3
  Clock latency at the later pin of the worst-skew pair ........................ 530 ps

[Layout]
  Core utilization of the finished layout ........................ 0.365
  Fraction of layout instances using a drive strength above 1 ........................ 0.0688
  Post-synthesis to final-layout area growth ........................ 19.1%
  Logic area ........................ around 3400 um^2
  FF/Latch Area ........................ approximately 6000 um^2
  Filler Cell Count ........................ 2,983

[Critical path]
  Top delay family on crit path ........................ buffers and inverters
  Worst setup startpoint ........................ ctr.DONE
  Reg2Reg Launch Point ........................ add.a[0]
  Count of buffer and inverter cells on the critical path ........................ 1
  Peak fanout along the critical path ........................ 7
  Signal arrival time at the worst endpoint ........................ 1490 ps
  CP Cell Sequence ........................ clkdlybuf4s50_1
  Cell at the slowest stage of the critical path ........................ sky130_fd_sc_hd__clkdlybuf4s50_1
  Delay contributed by the slowest stage of the critical path ........................ 550 ps
  Crit path kind ........................ reg2out
  Path length in cells of the critical path ........................ 1
  WP data required ........................ 12,800 ps
  Worst setup SP type ........................ register
  Crit end category ........................ output port
  Reg2Reg Depth ........................ 10

[Min path]
  Hold depth ........................ 0
  Min-delay worst type ........................ reg2reg
  Hold path start ........................ ctr.OE

[Pwr]
  Peak supply drop ........................ ~94 uV
  Power per unit of standard cell area ........................ ~110 nW/um^2
  Leakage ........................ roughly 4.0 nW

[Job]
  Tool warnings ........................ 30
  Max-Cap Viols ........................ 0

[Outcome]
  Result of the run ........................ finished clean

----------------------------------------------------
-- cells in the mapped netlist (all sizes together) (3+ instances only) --
cell / instances
edfxtp: 199
nor2b: 71
nand2: 56
o21ai: 50
xnor2: 44
ha: 41
nor2: 37
a21oi: 36
inv: 23
a21o: 20
clkbuf: 20
nor3: 17
xor2: 15
nand3: 11
nor4: 11
a211oi: 10
dfxtp: 10
nand4: 9
or3: 7
o21a: 6
o21bai: 6
and3: 5
or2: 5
a211o: 4
a31oi: 4
buf: 3
nand2b: 3
o211ai: 3
-- layout make-up --
cell class | count | share of cell area
timing repair buffer | 74 | 0.0620
inverter | 23 | 0.00748
clock buffer | 34 | 0.0543
clock inverter | 7 | 0.00640
tap | 402 | 0.0436
multi-input combinational | 496 | 0.291
sequential | 209 | 0.536
-- power breakdown --
group          switching (mW)  total, mW  internal, mW
clock                   0.205      0.494         0.288
sequential             0.0227      0.672         0.650
combinational          0.0757      0.139        0.0629
total                   0.304       1.30          1.00
-- cells by family (layout without fill, tap and decap cells) --
group / Yosys count / after routing / synth area share
and+or+nand+nor: 245 / 245 / 0.137
DFF: 209 / 209 / 0.638
AOI/OAI and AO/OA: 149 / 149 / 0.0972
xor gates and xnor gates: 59 / 59 / 0.0534
buffers and inverters: 46 / 138 / 0.0186
adders and majority gates: 42 / 42 / 0.0551
muxes: 1 / 1 / 0.00103
-- sequential cells by signal, indices dropped and copies added, names as in the netlist, 3 cells and up --
signal,flops
add.Y,32
add.a,32
add.b,32
ctr.OUT,32
sto1.OUT,32
sto2.OUT,32
add.cnt,3
add.state,3
ctr.cnt,3
-- layer usage --
metal,track usage,vias up,part of all wire
met5,0,-,0
met4,0.0231,0,0.021
met3,0.0427,30,0.086
met2,0.169,169,0.42
met1,0.176,2662,0.47
li1,-,2920,-
-- cell usage in the layout (no fill, tap or decap), drive strengths merged, types with 24 or more instances in the layout --
cell,count
a21oi,36
clkbuf,34
clkdlybuf4s50,65
edfxtp,199
ha,41
inv,24
nand2,56
nor2,37
nor2b,71
o21ai,50
xnor2,44
-- per-stage QoR --
step           setup WS (ps)  cells  power (mW)  area, um^2
6_report               11310   1245        1.30       11500
3_5_place_dp           10920   1204       0.823       10800
2_1_floorplan          11160    751       0.771        9680
4_1_cts                11280   1245        1.32       11500
5_1_grt                11210   1245        1.36       11500
3_3_place_gp           10940   1204       0.822       10800
-- path summary, 6_finish.rpt --
kind / to / slack [ps]
min reg2reg: sto2.OE / 410
min: sto2.OE / 410
max: OE / 11310
max reg2reg: add.Y[28] / 13080
No activity file was given, so power comes from the tool's default toggle rates.
